<file path="flow/design.v">
module Divider(
    input clkSys,rst,
    output reg clkOut
    );
    parameter baudRate = 9600;
    parameter freq_Sys = 125000000;
    localparam period = freq_Sys / baudRate; 
    localparam turn = period/2;
    reg [12:0] counter;
    always @(posedge clkSys)begin
        if (rst)begin
            counter<=0;
            clkOut<=0;
        end
        else if(counter==turn-1) begin
            counter<=0;
            clkOut<=~clkOut;
        end
        else counter<=counter+1;
    end
endmodule
</file>
<file path="flow/run.sh">
#!/bin/bash
# OpenROAD 26Q1-2900-gdf79404cd8, Yosys 0.63+post, stock flow scripts
make -C /OpenROAD-flow-scripts/flow DESIGN_CONFIG=/design/flow/config.mk WORK_HOME=/design/flow/orfs finish
</file>
<file path="flow/config.mk">
export PLATFORM = sky130hd
export DESIGN_NAME = Divider
export DESIGN_NICKNAME = Divider
export VERILOG_FILES = /design/flow/design.v
export SDC_FILE = /design/flow/constraint.sdc
export NUM_CORES = 4
export LEC_CHECK = 1
export CORE_AREA = 10 10 70 70
export DIE_AREA = 0 0 80 80
</file>
<file path="flow/constraint.sdc">
current_design Divider

set clk_period 2.4
set clk_io_pct 0.2

create_clock -name clk0 -period $clk_period [get_ports {clkSys}]

set non_clock_inputs [all_inputs -no_clocks]
set_input_delay [expr $clk_period * $clk_io_pct] -clock clk0 $non_clock_inputs
set_output_delay [expr $clk_period * $clk_io_pct] -clock clk0 [all_outputs]
</file>
==> qor.tcl <==
set qor(gp_congestion) 0.777
set qor(drt-met1-wl_um) 520
set qor(die_h_um) 80
set qor(grt_first_pass_wirelength_mm) 1.97
set qor(critPathSlowestCell) {clkdlybuf4s50_1}
set qor(layout-area-overhead-vs-synth_pct) 16.4
set qor(fillCellCount) 374
set qor(grt.total_usage) 0.0375
set qor(setup_repair_after_global_routing_missed_its_margin) {no}
set qor(worst_setup_path_end_kind) {output port}
set qor(timing.critical_path.slowest_cell_delay_ns) 0.47
set qor(ctsHtreeMaxLevel) 1
set qor(number_of_clock_buffers_inserted_by_tritoncts) 3
set qor(clock_path_buffers) 2
set qor(timing.final.setup_violations) 0
set qor(fin_skew_ns) 0.0131
set qor(max_freq_mhz) 631
set qor(power_per_cell_area_mw_per_mm2) 570
set qor(detailedRoute.firstPassIterationCount) 4
set qor(cts_repair_resize_count) 0
set qor(power.leakage_nw) 0.221
set qor(ratio_of_cells_with_drive_above_1_in_the_final_layout) 0.0789
set qor(placeableCoreArea_mm2) 0.00342
set qor(pin_count_of_the_biggest_net_entering_global_routing) 16
set qor(timing.slew.headroom) 0.784
set qor(clock-sinks) 14
set qor(clock_tree_from_tritoncts) {yes}
set qor(wirelength_mm) 1.15
set qor(cp_cell_sequence) {clkdlybuf4s50_1}
set qor(path_max_fanout) 3
set qor(design.die.area_mm2) 0.00640
set qor(worst_slack_ns) 0.816
set qor(setup.worst_path.class) {flip-flop to output port}
set qor(path_delay_family) {buffers and inverters}
set qor(vdd.ir_drop.worst_uv) 213
set qor(final_period_minus_worst_setup_slack_ns) 1.58
set qor(num_io_pins) 3
set qor(drv.max_cap_violation_count) 0
set qor(totalNegativeSetupSlack_ns) 0
set qor(antenna_found_initial) 0
set qor(top_layer_used) {met4}
set qor(via_count) 543
set qor(vias_in_the_first_global_route) 456
set qor(netlist_instances) 71
set qor(drt_via_density) 4.45
set qor(met2_length_um) 518
set qor(worstPathRequired_ns) 1.92
set qor(route.detailed.drc) 0
set qor(detail-route-antenna-nets) 0
set qor(cts_setup_buffers) 0
set qor(clk_transition_reported_paths_ns) 0.09
set qor(synth_stat.cells) 71
set qor(floorplan.core_util) 0.187
set qor(synth_area_um2) 639
set qor(dpl_worst_slack_ns) 0.846
set qor(routed_wire_length_per_instance_um) 9.39
set qor(worstPathBufferInverterCount) 1
set qor(post_synth.cell_area_avg_um2) 9.01
set qor(synth_warnings) 1
set qor(ys_area_um2) 639
set qor(cp_data_arrival_time_ns) 1.10
set qor(antenna_cells_inserted) 0
set qor(yosys.stat.seqShare) 0.438
set qor(clockRootBuffer) {clkbuf_4}
set qor(openroad.warnings) 26
set qor(outcome) {finished, final reports clean}
set qor(final_common_cell) {dfxtp_1}
set qor(final_cell_mix) {dfxtp_1 (14), a21oi_1 (9), o31ai_1 (6), nand3_1 (6)}
set qor(detailedPlacementHpwl_um) 815
set qor(rows) 21
set qor(route.met3.wl_um) 98
set qor(globalRoute.totalOverflow) 0
set qor(die_w_um) 80
set qor(initialDrtViolationCount) 48
set qor(ys.flops) 14
set qor(insertion_delay_ns) 0.28
set qor(min_period_over_period) 0.660
set qor(cp-start-kind) {flip-flop}
set qor(worst_pin_slew_ns) 0.323
set qor(worstHoldPathType) {flip-flop to flip-flop}
set qor(place.port_buffers) 2
set qor(synthDistinctLibCells) 18
set qor(postCtsHoldBufs) 0
set qor(final-hold-violation-count) 0
set qor(maxSlewViolCount) 0
layer usage:
| layer | track usage | vias up |
|---|---|---|
| met5 | 0 | - |
| met4 | 0.00352 | 0 |
| met3 | 0.0261 | 2 |
| met2 | 0.0522 | 12 |
| met1 | 0.0481 | 251 |
| li1 | - | 278 |
metrics by stage:
step / cell area [µm²] / power, mW / util / hold slack (ns) / cells
floorplan: 639 / 0.257 / - / 0.433 / 71
global placement: 708 / 0.263 / 0.207 / 0.466 / 118
detailed placement: 708 / 0.264 / 0.207 / 0.475 / 118
CTS: 744 / 0.430 / 0.218 / 0.488 / 122
global route: 744 / 0.451 / 0.218 / 0.525 / 122
finish: 744 / 0.424 / 0.218 / 0.480 / 122
sequential cells by signal (all words and copies together), names as in the netlist:
| signal | count |
|---|---|
| clkOut | 1 |
| counter | 13 |
layout make-up:
| class | instances | area [µm²] | share of cell area |
|---|---|---|---|
| flip-flops and latches | 14 | 280 | 0.376 |
| repair buffers | 3 | 27.5 | 0.0370 |
| inverters | 3 | 11.3 | 0.0151 |
| clock buffers | 4 | 36.3 | 0.0487 |
| multi-input cells | 52 | 332 | 0.445 |
| well taps | 46 | 57.6 | 0.0773 |
kinds of logic (layout without fill, tap and decap cells):
logic type	after synthesis	in the layout	share of synthesized area
DFF	14	14	0.438
buffers and inverters	5	10	0.0430
xor gates and xnor gates	3	3	0.0411
adders and majority gates	2	2	0.0391
AOI/OAI and AO/OA	19	19	0.172
and+or+nand+nor	28	28	0.266
synth_stat cells:
master     instances  area (µm²)
a21oi_1            9        45.0
buf_2              1        5.00
buf_6              1        11.3
dfxtp_1           14         280
ha_1               2        25.0
inv_1              3        11.3
nand2_1            3        11.3
nand3_1            6        30.0
nand4_1            2        12.5
nand4_2            1        12.5
nand4bb_1          2        22.5
nor2_1             5        18.8
o21ai_0            4        20.0
o31ai_1            6        45.0
or3_1              4        25.0
or4_1              5        37.5
xnor2_1            1        8.76
xor2_1             2        17.5
worst register-to-register path, cell delays in order (launching register included):
cell	delay, ns
dfxtp_1	0.44
nand4_2	0.32
or4_1	0.59
a21oi_1	0.16
report_power, final:
group          switching, mW  internal (mW)
registers            0.00625          0.236
logic                0.00862        0.00738
clock network         0.0734         0.0923
total                 0.0883          0.336
path summary, 6_finish.rpt:
check / from / endpoint / slack (ns) / cells past startpoint
min: clkOut$_SDFFE_PP0N_ / clkOut$_SDFFE_PP0N_ / 0.48 / 2
max reg2reg: counter[2]$_SDFF_PP0_ / counter[10]$_SDFF_PP0_ / 0.85 / 3
min reg2reg: clkOut$_SDFFE_PP0N_ / clkOut$_SDFFE_PP0N_ / 0.48 / 2
max: clkOut$_SDFFE_PP0N_ / clkOut / 0.82 / 1
Power and IR drop assume default switching activity.
